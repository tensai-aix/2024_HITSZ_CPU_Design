[design.v]
`timescale 1ns / 1ps
module Bridge (
    input  wire         rst_from_cpu,
    input  wire         clk_from_cpu,
    input  wire [31:0]  addr_from_cpu,
    input  wire [3:0]   we_from_cpu,
    input  wire [31:0]  wdata_from_cpu,
    output reg  [31:0]  rdata_to_cpu,
    output wire         clk_to_dram,
    output wire [31:0]  addr_to_dram,
    input  wire [31:0]  rdata_from_dram,
    output wire [3:0]   we_to_dram,
    output wire [31:0]  wdata_to_dram,
    output wire         rst_to_dig,
    output wire         clk_to_dig,
    output wire [31:0]  addr_to_dig,
    output wire         we_to_dig,
    output wire [31:0]  wdata_to_dig,
    output wire         rst_to_led,
    output wire         clk_to_led,
    output wire [31:0]  addr_to_led,
    output wire         we_to_led,
    output wire [31:0]  wdata_to_led,
    output wire         rst_to_sw,
    output wire         clk_to_sw,
    output wire [31:0]  addr_to_sw,
    input  wire [31:0]  rdata_from_sw,
    output wire         rst_to_btn,
    output wire         clk_to_btn,
    output wire [31:0]  addr_to_btn,
    input  wire [31:0]  rdata_from_btn
);
    wire access_mem = (addr_from_cpu[31:12] != 20'hFFFFF) ? 1'b1 : 1'b0;
    wire access_dig = (addr_from_cpu == 32'hFFFF_F000) ? 1'b1 : 1'b0;
    wire access_led = (addr_from_cpu == 32'hFFFF_F060) ? 1'b1 : 1'b0;
    wire access_sw  = (addr_from_cpu == 32'hFFFF_F070 ) ? 1'b1 : 1'b0;
    wire access_btn = (addr_from_cpu == 32'hFFFF_F078) ? 1'b1 : 1'b0;
    wire [4:0] access_bit = { access_mem,
                              access_dig,
                              access_led,
                              access_sw,
                              access_btn };
    assign clk_to_dram   = clk_from_cpu;
    assign addr_to_dram  = addr_from_cpu;
    assign we_to_dram    = we_from_cpu & {4{access_mem}};
    assign wdata_to_dram = wdata_from_cpu;
    assign rst_to_dig    = rst_from_cpu;
    assign clk_to_dig    = clk_from_cpu;
    assign addr_to_dig   = addr_from_cpu;
    assign we_to_dig     = we_from_cpu & access_dig;
    assign wdata_to_dig  = wdata_from_cpu;
    assign rst_to_led    = rst_from_cpu;
    assign clk_to_led    = clk_from_cpu;
    assign addr_to_led   = addr_from_cpu;
    assign we_to_led     = we_from_cpu & access_led;
    assign wdata_to_led  = wdata_from_cpu;
    assign rst_to_sw     = rst_from_cpu;
    assign clk_to_sw     = clk_from_cpu;
    assign addr_to_sw    = addr_from_cpu;
    assign rst_to_btn    = rst_from_cpu;
    assign clk_to_btn    = clk_from_cpu;
    assign addr_to_btn   = addr_from_cpu;
    always @(*) begin
        casex (access_bit)
            5'b1????: rdata_to_cpu = rdata_from_dram;
            5'b00010: rdata_to_cpu = rdata_from_sw;
            5'b00001: rdata_to_cpu = rdata_from_btn;
            default:  rdata_to_cpu = 32'hFFFF_FFFF;
        endcase
    end
endmodule
[config.mk]
export PLATFORM = sky130hd
export DESIGN_NAME = Bridge
export DESIGN_NICKNAME = Bridge
export VERILOG_FILES = /design/flow/design.v
export SDC_FILE = /design/flow/constraint.sdc
export NUM_CORES = 4
export LEC_CHECK = 1
export CORE_AREA = 10 10 186 186
export DIE_AREA = 0 0 196 196
[constraint.sdc]
current_design Bridge

set clk_period 10.7
set clk_io_pct 0.2

create_clock -name clk0 -period $clk_period

set non_clock_inputs [all_inputs -no_clocks]
set_input_delay [expr $clk_period * $clk_io_pct] -clock clk0 $non_clock_inputs
set_output_delay [expr $clk_period * $clk_io_pct] -clock clk0 [all_outputs]
[run.sh]
#!/bin/bash
# OpenROAD 26Q1-2900-gdf79404cd8, Yosys 0.63+post, stock flow scripts
make -C /OpenROAD-flow-scripts/flow DESIGN_CONFIG=/design/flow/config.mk WORK_HOME=/design/flow/orfs finish
==> results.cfg <==
; flow metrics
[setup_path]
required_ps = 8560
critPathMaxStageDelay_ps = 720
cp_slowest_cell = nor4_2
arrival_ps = 5420
path_class = in2out
cp-start-kind = input port
path_cells = clkdlybuf4s50_1, nand4_1, nor4_2, and4_2, buf_4, a22oi_1, o21ai_1, clkdlybuf4s50_1
critical_path.most_common_cell = clkdlybuf4s50_1
crit_path_max_fanout = 30
cp-end-kind = primary output

[pwr]
switching_share_pct = 22.04
p_sw_uw = 30.30
intPower_uw = 107.2
p_leak_nw = 1.607
peakVddDrop_mv = 0.01669
power_per_cell_area_mw_per_mm2 = 28.87

[floorplanning]
die_y_um = 196
fp.dieW_um = 196
fp_util_pct = 9.903
io_pins = 469
die_area_mm2 = 0.03842
core_mm2 = 0.03059
num_rows = 64

[final_timing]
rsz0062_at_grt = no
hold_viol = 0
setup_viol = 0
max_slew_margin_pct = 47.07
period_used_pct = 70.70
fin_ws_ps = 3135
fin_setup_tns_ps = 0
slew_violations = 0
fmaxAchievable_ghz = 0.1322
period_needed_ps = 7565
worst_pin_slew_ps = 794.0

[place]
port-buffer-count = 330
dp_hpwl_um = 12680
routabilityCongestion = 0.7247
place_area_mm2 = 0.004760
pre_cts_ws_ps = 2926

[run]
tool_warnings = 32
max_cap_viol_count = 0

[synth]
ys_seq_share_pct = 0
largest_area_cell = buf_4
yosysTopAreaCellShare_pct = 66.42
ys_top_cells_by_area = buf_4 (66%), a21boi_2 (9.7%), a22oi_1 (7.9%)
synth_area_per_cell_um2 = 7.535
synth.distinct_cells = 27
synth_area_mm2 = 0.003029
ys_cells = 402
ys_chip_area_mm2 = 0.003029
synth-warning-count = 1
syn-instance-count = 402

[drt]
num_vias = 2566
drc = 0
first_iter_violations = 86
ant_nets = 0
drt-pass1-iter-count = 4
vias_per_cell = 3.015
wl_per_cell_um = 17.42
wirelength_um = 14830

[layout]
fin_area_mm2 = 0.004762
fill_cells = 3400
regArea_um2 = 0
areaGrowthSynthToFinish_pct = 57.21
drive_above_1_share_pct = 7.930
nClkBuffers = 0
area.combinational_um2 = 930.9
seq_cells = 0

[grt]
grt_usage_pct = 6.964
grt_pass1_vias = 2842
antenna_found_initial = 1
grt_start_max_net_pins = 69
grt_first_pass_wirelength_um = 20210
grt-ovfl-total = 0

[clock_network]
cts_hold_buffers = 0
ctsResizeCount = 0
cts_setup_buffers = 0

[run_status]
outcome = finished, final reports clean

[hold_path]
hold_class = in2out
-- layout by cell type (no fill, tap or decap), drive strengths merged --
| master | instances |
|---|---|
| nor3 | 1 |
| nor4 | 2 |
| and4bb | 1 |
| nor4b | 1 |
| o21ai | 32 |
| nand2 | 1 |
| nor2 | 2 |
| nand2b | 1 |
| nand4 | 6 |
| and4 | 1 |
| and4b | 1 |
| diode | 1 |
| clkdlybuf4s50 | 330 |
| a41o | 1 |
| and2 | 4 |
| a21boi | 32 |
| a22oi | 32 |
| buf | 4 |
| nor3b | 1 |
| or4 | 1 |
-- critical path: cells and delay by family --
| family | cells | cell delay [ps] |
|---|---|---|
| buffers and inverters | 3 | 1530 |
| AND/OR/NAND/NOR | 3 | 1380 |
| AND-OR/OR-AND | 2 | 350 |
-- synth_stat cells --
cell type	count
o21ai_1	30
and4bb_2	1
a21boi_1	4
clkbuf_1	4
and2_1	4
o21ai_0	2
clkbuf_4	3
a22oi_1	32
a41o_4	1
nand2b_1	1
buf_4	268
nor4_2	1
nor4_1	1
nand2_1	1
a21boi_0	2
or4_4	1
nor2_1	2
and4b_1	1
buf_6	2
buf_8	1
and4_1	1
a21boi_2	26
nor3_1	1
nand4_1	6
nor3b_1	1
buf_2	4
nor4b_1	1
-- metrics by stage --
stage                     cells  hold WS (ps)  power, mW  util [%]
after detailed placement    850          4280     0.1405     15.56
after global placement      850          4280     0.1408     15.56
after global routing        850          4280     0.1485     15.56
final                       851          4280     0.1375     15.57
after floorplan             402          4296    0.06576         -
after CTS                   850          4280     0.1415     15.56
-- final timing paths --
kind | to | start | cells after the start | slack [ps]
setup / recovery | rdata_to_cpu[16] | addr_from_cpu[22] | 8 | 3140
hold / removal | rst_to_btn | rst_from_cpu | 0 | 4280
-- logic make-up after synthesis --
kind of cell | after synthesis | share of synthesized area [%]
buffers and inverters | 282 | 69.56
AOI/OAI and AO/OA | 97 | 25.07
and+or+nand+nor | 23 | 5.370
-- power groups by stage --
stage         Sequential, mW  Clock [mW]  Combinational [mW]
CTS                        0           0               0.142
global route               0           0               0.148
-- area by class of cell --
class / instances / area share [%]
repair buffers: 334 / 69.99
multi-input cells: 120 / 19.55
well taps: 396 / 10.40
diodes: 1 / 0.05255
-- per-layer routing --
metal	GRT usage (%)	wire, um	part of all wire, %
met1	7.359	5221	35
met2	12.19	7410	50
met3	2.964	1663	11
met4	2.234	517	3.5
met5	0	13	0.088
Power and IR drop assume default switching activity.
